==> design.v <==
`timescale 1 ns / 1 ps
	module VECTOR_LOADER_v1_0 #
	(
		parameter DATA_WIDTH = 32,
		parameter NUM_PIPES = 100,
		parameter integer C_S00_AXI_DATA_WIDTH	= 32,
		parameter integer C_S00_AXI_ADDR_WIDTH	= 4
	)
	(
		input clk, 
		input reset, 
		input ddr_txn_done, 
		input [NUM_PIPES-1:0] fifo_full,
		input [DATA_WIDTH-1:0] vect_size, num_vects,
		input [DATA_WIDTH-1:0] ddr_read_data, 
		input [DATA_WIDTH-1:0] ddr_base, 
		output start_load, 
		output done, 
		output fifo_we,
		output ddr_rst, 
		output read_error,
		output [DATA_WIDTH-1:0] ddr_addr, ddr_index, 
		input wire  s00_axi_aclk,
		input wire  s00_axi_aresetn,
		input wire [C_S00_AXI_ADDR_WIDTH-1 : 0] s00_axi_awaddr,
		input wire [2 : 0] s00_axi_awprot,
		input wire  s00_axi_awvalid,
		output wire  s00_axi_awready,
		input wire [C_S00_AXI_DATA_WIDTH-1 : 0] s00_axi_wdata,
		input wire [(C_S00_AXI_DATA_WIDTH/8)-1 : 0] s00_axi_wstrb,
		input wire  s00_axi_wvalid,
		output wire  s00_axi_wready,
		output wire [1 : 0] s00_axi_bresp,
		output wire  s00_axi_bvalid,
		input wire  s00_axi_bready,
		input wire [C_S00_AXI_ADDR_WIDTH-1 : 0] s00_axi_araddr,
		input wire [2 : 0] s00_axi_arprot,
		input wire  s00_axi_arvalid,
		output wire  s00_axi_arready,
		output wire [C_S00_AXI_DATA_WIDTH-1 : 0] s00_axi_rdata,
		output wire [1 : 0] s00_axi_rresp,
		output wire  s00_axi_rvalid,
		input wire  s00_axi_rready
	);
	wire [31:0] ddr_offset;
	assign ddr_addr = ddr_offset + ddr_base;
	mem_cntrl #(.NUM_PIPES(NUM_PIPES))
        ddr_reader(
        .clk(clk), 
        .reset(reset),
        .start(1'b1), 
        .txn_done(ddr_txn_done), 
        .mem_done(done), 
        .start_load(start_load), 
        .fifo_we(fifo_we), 
        .read_data(ddr_read_data), 
        .cntrl_reset(ddr_rst), 
        .read_index(ddr_index), 
        .read_offset(ddr_offset),
        .vect_size(vect_size),
        .num_vects(num_vects), 
        .error(read_error),
        .fifo_full(fifo_full));
	endmodule
module mem_cntrl
    (
	input clk,
	input reset, 
	input start,
	input txn_done,
	input [1:0] fifo_full,
	input [31:0] read_data,
	input [15:0] vect_size, num_vects,
	output reg mem_done,
	output reg start_load,
	output reg fifo_we,
	output reg cntrl_reset,
	output reg error,
	output [31:0] read_index, 
	output [31:0] read_offset);
parameter NUM_PIPES = 2;
localparam  IDLE = 4'b0000, 
		 	DONE_TARGET = 4'b0001, 
		 	LOAD_TARGET = 4'b0010,
		 	STORE_TARGET = 4'b0011,
		 	DONE = 4'b0100, 
		 	READ_ERROR = 4'b0101;
reg [3:0] state, nextState;
reg [31:0] index, nextIndex;
reg [31:0] vect, nextVect;
assign read_index = index;
assign read_offset = (vect*vect_size + index) << 2;
assign full = &fifo_full;
always @(posedge clk) begin
	if (reset) begin
		state <= LOAD_TARGET;
		index <= 32'd0;
		vect <= 32'd0;
	end
	else begin 
		state <= nextState;
		index <= nextIndex;
		vect <= nextVect;
	end
end
always @(*) begin
	nextState = DONE_TARGET;
	nextIndex = index;
	nextVect = vect;
	mem_done = 1'b0;
	start_load = 1'b0;
	fifo_we = 1'b0;
	cntrl_reset = 1'b0;
	error = 1'b0;
	case(state)
		LOAD_TARGET: begin 
			if (start == 1'b1 && reset == 1'b0 && full == 1'b0) begin 
				cntrl_reset = 1'b0;
				start_load = 1'b1;
				if(txn_done == 1'b1)  
					nextState = STORE_TARGET;
				else 
					nextState = LOAD_TARGET;
			end 
			else begin 
				nextState = LOAD_TARGET;
				cntrl_reset = 1'b1;
			end 
		end 
		STORE_TARGET: begin
			if(read_data == index)
				nextState <= DONE_TARGET;
			else 
				nextState <= READ_ERROR;
			fifo_we = 1'b1;
		end 
		DONE_TARGET: begin 
			cntrl_reset = 1'b1; 
			if (txn_done == 1'b1) 
				nextState = DONE_TARGET;
			else if ((index + 32'd1) < vect_size) begin
				nextState = LOAD_TARGET;
				nextIndex = index + 32'd1;
			end 
			else if ((vect + 32'd1) < num_vects) begin 
				nextVect = vect + 32'd1;
				nextIndex = 32'd0;
				nextState = LOAD_TARGET;
				end 
			else begin 
				nextState = DONE;
			end 
		end
		DONE: begin 
			nextState = DONE;
			mem_done = 1'b1;
		end 
		READ_ERROR: begin
			nextState = READ_ERROR;
			error = 1'b1;
		end
	endcase 
end
endmodule
==> run.sh <==
#!/bin/bash
# OpenROAD 26Q1-2900-gdf79404cd8, Yosys 0.63+post, stock flow scripts
make -C /OpenROAD-flow-scripts/flow DESIGN_CONFIG=/design/flow/config.mk WORK_HOME=/design/flow/orfs finish
==> config.mk <==
export PLATFORM = sky130hd
export DESIGN_NAME = VECTOR_LOADER_v1_0
export DESIGN_NICKNAME = VECTOR_LOADER_v1_0
export VERILOG_FILES = /design/flow/design.v
export SDC_FILE = /design/flow/constraint.sdc
export NUM_CORES = 4
export LEC_CHECK = 1
export CORE_UTILIZATION = 30
==> constraint.sdc <==
current_design VECTOR_LOADER_v1_0

set clk_period 37.4
set clk_io_pct 0.2

create_clock -name clk0 -period $clk_period [get_ports {clk}]

set non_clock_inputs [all_inputs -no_clocks]
set_input_delay [expr $clk_period * $clk_io_pct] -clock clk0 $non_clock_inputs
set_output_delay [expr $clk_period * $clk_io_pct] -clock clk0 [all_outputs]
==> results.json <==
{
  "outcome": "finished clean",
  "firstDrtPassIters": 5,
  "cp-start-kind": "primary input",
  "setup_tns_ns": 0,
  "drt_wl_total_mm": 47.8,
  "ys.flop_type": "dfxtp_1",
  "p_per_area_nw_per_um2": 9.87,
  "min_path_type": "register to register",
  "die-area_sq_um": 60000,
  "cts_hold_buf": 0,
  "clockBufferDepth": 2,
  "lay_top_cells": "465 x inv_1, 305 x fa_1, 275 x nand2_1",
  "warnings": 215,
  "fin_cells": 3039,
  "worst_r2r_path_depth": 15,
  "port_buffers": 165,
  "grt_pass1_wl_mm": 77.2,
  "postCtsSetupRepairBufs": 0,
  "period_needed_ns": 24.18,
  "edf_count": 0,
  "grt_max_degree": 47,
  "synth_chip_area_sq_um": 17700,
  "crit_fanout": 26,
  "design_area_sq_um": 20300,
  "hold_viol_final": 0,
  "synth_cell_types": 67,
  "slowest_stage": "fa_1",
  "drv_slew": 0,
  "die_h_um": 245,
  "slew-limit-headroom_pct": 27.2,
  "wire_per_inst_um": 15.7,
  "maxCapViolCount": 0,
  "cp.arrival_ns": 16.70,
  "fp_util_pct": 30.5,
  "ys.flops": 69,
  "r2r_start": "ddr_reader.index[0]",
  "gp_congestion": 0.887,
  "grt_use_total_pct": 17.0,
  "vias": 14000,
  "crit_required_ns": 29.92,
  "numCtsBuffers": 9,
  "dp_hpwl_mm": 39.2,
  "p_total_w": 0.000201,
  "yosysSeqAreaShare_pct": 7.81,
  "grt_overflow": 0,
  "antenna_found_initial": 1,
  "worst_slew_pin_slew_ns": 1.06,
  "drive_gt1_share_pct": 3.04,
  "vdd_drop_max_v": 0.0000272,
  "cts_sinks": 69,
  "logic_area_sq_um": 14000,
  "fin_skew_ns": 0.00785,
  "rows": 88,
  "viasPerCell": 4.62,
  "synthArstFlopShare_pct": 0,
  "ioPinCount": 398,
  "final_antenna_net_count": 0,
  "synth.avg_cell_area_sq_um": 8.20,
  "seq_area_sq_um": 1380,
  "clk_latency_ns": 0.33,
  "grt_pass1_vias": 14100,
  "cts-root-buf": "clkbuf_16",
  "holdPathStages": 1,
  "cpPeakStageDelay_ns": 0.53,
  "cts_max_level": 3,
  "post-route-util_pct": 35.1,
  "fin_crit_sh_pct": 64.7,
  "dpl_cell_area_sq_um": 20000,
  "synthesis.area_sq_um": 17700,
  "cp_common_cell": "fa_1",
  "syn_inst": 2158,
  "rrSetupSlack_ns": 31.84,
  "max_freq_ghz": 0.0414,
  "first_iter_violations": 742,
  "worstHoldStart": "ddr_reader.vect[31]",
  "yosysWarnings": 46,
  "cts_tree": "done",
  "clkTransAtPathRegs_ns": 0.05,
  "dp.cells": 3023,
  "route.detailed.drc": 0,
  "worstSetupStartpoint": "vect_size[4]",
  "nFillCells": 5813,
  "p_leak_nw": 9.57,
  "dieWidth_um": 245,
  "rsz0062_at_grt": "no",
  "ctsResizeCount": 0,
  "end_kind": "output port",
  "setup_violations": 0,
  "mostFrequentLayoutCell": "inv_1",
  "area.growth.synth_to_final_pct": 14.9,
  "ys_cells": 2158,
  "coreArea_sq_um": 58000,
  "worst-setup-path-type": "primary input to output port"
}
[final timing paths]
kind                                            end
worst min-delay path            ddr_reader.vect[31]
worst min register to register  ddr_reader.vect[31]
worst max register to register  ddr_reader.vect[14]
worst max-delay path                   ddr_addr[31]
[metrics by stage]
| step | worst slack [ns] | hold slack [ns] |
|---|---|---|
| floorplan | 15.11 | 0.413 |
| global placement | 13.04 | 0.480 |
| detailed placement | 12.88 | 0.485 |
| CTS | 12.88 | 0.494 |
| global route | 12.37 | 0.519 |
| finish | 13.22 | 0.491 |
[power breakdown]
part,switching [W],leakage [nW],internal [W]
logic,0.0000173,8.87,0.0000179
clock network,0.0000318,0.152,0.0000597
registers,0.000000145,0.556,0.0000737
total,0.0000493,9.57,0.000151
[logic make-up (layout without fill, tap and decap cells)]
logic type | Yosys count | after routing | synth area share, %
XOR/XNOR | 153 | 153 | 7.57
multiplexers | 8 | 8 | 0.460
other | 1 | 42 | 0.0212
adder cells (fa/ha/maj) | 435 | 435 | 43.7
flip-flops | 69 | 69 | 7.81
AND/OR/NAND/NOR | 645 | 645 | 17.9
buffers and inverters | 610 | 685 | 14.0
AND-OR/OR-AND | 237 | 237 | 8.59
[critical path: cells and delay by family]
kind | cells | cell delay (ns)
fa+ha+maj | 8 | 3.59
compound gates | 13 | 3.00
simple gates | 2 | 0.52
buf+inv | 8 | 1.62
xor+xnor | 2 | 0.45
[cells in the mapped netlist (10+ instances only)]
master,count,area [sq um]
o31ai_1,10,75.1
nand3_1,27,135
and4_1,10,87.6
buf_4,43,323
a22o_1,10,87.6
or3_1,14,87.6
fa_1,305,6110
a21oi_1,73,365
inv_1,465,1750
nor2_1,72,270
ha_1,130,1630
and2_1,113,707
nand4_1,17,106
o21a_1,12,90.1
and3_1,25,156
nor4_1,13,81.3
xnor2_1,95,832
a21o_1,28,210
nor3_1,35,175
clkbuf_1,88,330
xor2_1,58,508
nand2b_1,10,62.6
nand2_1,275,1030
o21ai_0,47,235
dfxtp_1,69,1380
[registers in the layout, indices dropped and copies added (netlist names)]
name              cells
ddr_reader.vect      32
ddr_reader.index     32
ddr_reader.state      5
[area by class of cell]
| cell class | count | area share [%] |
|---|---|---|
| inverters | 466 | 8.60 |
| flip-flops and latches | 69 | 6.79 |
| clock buffers | 11 | 1.19 |
| repair buffers | 204 | 9.56 |
| well taps | 765 | 4.71 |
| diodes | 1 | 0.0123 |
| multi-input cells | 1519 | 68.8 |
| clock inverters | 4 | 0.357 |
[routing by layer]
metal	wire [um]	track usage (%)	vias to the layer above
met4	599	2.19	2
li1	-	-	6783
met2	22200	26.8	497
met1	21400	24.8	6725
met5	55	0.654	-
met3	3650	4.13	40
Power and IR drop assume default switching activity.
