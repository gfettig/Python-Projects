<file path="/design/flow/run.sh">
#!/bin/bash
# OpenROAD 26Q1-2900-gdf79404cd8, Yosys 0.63+post, stock flow scripts
make -C /OpenROAD-flow-scripts/flow DESIGN_CONFIG=/design/flow/config.mk WORK_HOME=/design/flow/orfs finish
</file>
<file path="/design/flow/config.mk">
export PLATFORM = sky130hd
export DESIGN_NAME = DDR_interface_v1_0
export DESIGN_NICKNAME = DDR_interface_v1_0
export VERILOG_FILES = /design/flow/design.v
export SDC_FILE = /design/flow/constraint.sdc
export NUM_CORES = 4
export LEC_CHECK = 1
export CORE_UTILIZATION = 30
</file>
<file path="/design/flow/constraint.sdc">
current_design DDR_interface_v1_0

set clk_period 6.8
set clk_io_pct 0.2

create_clock -name clk0 -period $clk_period [get_ports {m00_axi_aclk}]

set non_clock_inputs [all_inputs -no_clocks]
set_input_delay [expr $clk_period * $clk_io_pct] -clock clk0 $non_clock_inputs
set_output_delay [expr $clk_period * $clk_io_pct] -clock clk0 [all_outputs]
</file>
<file path="/design/flow/design.v">
`timescale 1 ns / 1 ps
	module DDR_interface_v1_0 #
	(
		parameter  C_M00_AXI_START_DATA_VALUE	= 32'hAA000000,
		parameter  C_M00_AXI_TARGET_SLAVE_BASE_ADDR	= 32'h40000000,
		parameter integer C_M00_AXI_ADDR_WIDTH	= 32,
		parameter integer C_M00_AXI_DATA_WIDTH	= 32,
		parameter integer C_M00_AXI_TRANSACTIONS_NUM	= 4
	)
	(
		input write_en, 
		input start_txn, 
		input reset,
		input [31:0] write_data,
		input [31:0] txn_addr, 
		output [31:0] read_data,
		output wire  m00_axi_error,
		output wire  m00_axi_txn_done,
		input wire  m00_axi_aclk,
		input wire  m00_axi_aresetn,
		output wire [C_M00_AXI_ADDR_WIDTH-1 : 0] m00_axi_awaddr,
		output wire [2 : 0] m00_axi_awprot,
		output wire  m00_axi_awvalid,
		input wire  m00_axi_awready,
		output wire [C_M00_AXI_DATA_WIDTH-1 : 0] m00_axi_wdata,
		output wire [C_M00_AXI_DATA_WIDTH/8-1 : 0] m00_axi_wstrb,
		output wire  m00_axi_wvalid,
		input wire  m00_axi_wready,
		input wire [1 : 0] m00_axi_bresp,
		input wire  m00_axi_bvalid,
		output wire  m00_axi_bready,
		output wire [C_M00_AXI_ADDR_WIDTH-1 : 0] m00_axi_araddr,
		output wire [2 : 0] m00_axi_arprot,
		output wire  m00_axi_arvalid,
		input wire  m00_axi_arready,
		input wire [C_M00_AXI_DATA_WIDTH-1 : 0] m00_axi_rdata,
		input wire [1 : 0] m00_axi_rresp,
		input wire  m00_axi_rvalid,
		output wire  m00_axi_rready
	);
	M00_AXI # ( 
		.C_M_AXI_ADDR_WIDTH(C_M00_AXI_ADDR_WIDTH),
		.C_M_AXI_DATA_WIDTH(C_M00_AXI_DATA_WIDTH)
	) DDR_interface_v1_0_M00_AXI_inst (
        .start_txn(start_txn),
        .write_en(write_en),
        .write_data(write_data),
        .txn_addr(txn_addr),
        .read_data(read_data),
		.ERROR(m00_axi_error),
		.TXN_DONE(m00_axi_txn_done),
		.M_AXI_ACLK(m00_axi_aclk),
		.M_AXI_ARESETN(m00_axi_aresetn & ~reset),
		.M_AXI_AWADDR(m00_axi_awaddr),
		.M_AXI_AWPROT(m00_axi_awprot),
		.M_AXI_AWVALID(m00_axi_awvalid),
		.M_AXI_AWREADY(m00_axi_awready),
		.M_AXI_WDATA(m00_axi_wdata),
		.M_AXI_WSTRB(m00_axi_wstrb),
		.M_AXI_WVALID(m00_axi_wvalid),
		.M_AXI_WREADY(m00_axi_wready),
		.M_AXI_BRESP(m00_axi_bresp),
		.M_AXI_BVALID(m00_axi_bvalid),
		.M_AXI_BREADY(m00_axi_bready),
		.M_AXI_ARADDR(m00_axi_araddr),
		.M_AXI_ARPROT(m00_axi_arprot),
		.M_AXI_ARVALID(m00_axi_arvalid),
		.M_AXI_ARREADY(m00_axi_arready),
		.M_AXI_RDATA(m00_axi_rdata),
		.M_AXI_RRESP(m00_axi_rresp),
		.M_AXI_RVALID(m00_axi_rvalid),
		.M_AXI_RREADY(m00_axi_rready)
	);
	endmodule
`timescale 1 ns / 1 ps
	module M00_AXI #
	(
		parameter integer C_M_AXI_ADDR_WIDTH	= 32,
		parameter integer C_M_AXI_DATA_WIDTH	= 32
	)
	(
		input start_txn, 
		input write_en, 
		input [C_M_AXI_DATA_WIDTH-1:0] write_data,
		input [C_M_AXI_DATA_WIDTH-1:0] txn_addr,
		output reg [31:0] read_data,
		output reg  TXN_DONE,
		output [C_M_AXI_DATA_WIDTH/8-1 : 0] M_AXI_WSTRB, 
		output ERROR, 
		input wire  M_AXI_ACLK,
		input wire  M_AXI_ARESETN,
		output reg [C_M_AXI_ADDR_WIDTH-1 : 0] M_AXI_AWADDR,
		output wire [2 : 0] M_AXI_AWPROT,
		output wire  M_AXI_AWVALID,
		input wire  M_AXI_AWREADY,
		output reg [C_M_AXI_DATA_WIDTH-1 : 0] M_AXI_WDATA,
		output wire  M_AXI_WVALID,
		input wire  M_AXI_WREADY,
		input wire [1 : 0] M_AXI_BRESP,
		input wire  M_AXI_BVALID,
		output wire  M_AXI_BREADY,
		output reg [C_M_AXI_ADDR_WIDTH-1 : 0] M_AXI_ARADDR,
		output wire [2 : 0] M_AXI_ARPROT,
		output wire  M_AXI_ARVALID,
		input wire  M_AXI_ARREADY,
		input wire [C_M_AXI_DATA_WIDTH-1 : 0] M_AXI_RDATA,
		input wire [1 : 0] M_AXI_RRESP,
		input wire  M_AXI_RVALID,
		output wire  M_AXI_RREADY
	);
	assign ERROR = 0;
	parameter [2:0] IDLE = 3'b000, 
		INIT_WRITE   = 3'b001, 
		INIT_READ = 3'b010, 
		WAIT_READ = 3'b011, 
		GET_WRITE_DATA = 3'b100, 
		DONE = 3'b101;
	 reg [2:0] mst_exec_state;
	reg  	axi_awvalid;
	reg  	axi_wvalid;
	reg  	axi_arvalid;
	reg  	axi_rready;
	reg  	axi_bready;
	reg [C_M_AXI_ADDR_WIDTH-1 : 0] 	axi_awaddr;
	reg  	start_write;
	reg  	start_read;
	reg  	write_issued;
	reg  	read_issued;
	reg  	write_done;
	reg  	reads_done;
	reg  	init_txn;
	assign M_AXI_AWPROT	= 3'b000;
	assign M_AXI_AWVALID	= axi_awvalid;
	assign M_AXI_WVALID	= axi_wvalid;
	assign M_AXI_WSTRB	= 4'b1111;
	assign M_AXI_BREADY	= axi_bready;
	assign M_AXI_ARVALID	= axi_arvalid;
	assign M_AXI_ARPROT	= 3'b001;
	assign M_AXI_RREADY	= axi_rready;
	  always @(posedge M_AXI_ACLK)										      
	  begin                                                                        
	    if (M_AXI_ARESETN == 0 || init_txn == 1'b1)                                                   
	      begin                                                                    
	        axi_awvalid <= 1'b0;                                                   
	      end                                                                      
	    else                                                                       
	      begin                                                                    
	        if (start_write)                                                
	          begin                                                                
	            axi_awvalid <= 1'b1;                                         
	          end                                                                  
	        else if (M_AXI_AWREADY && axi_awvalid)                                 
	          begin                                                                
	            axi_awvalid <= 1'b0;                                               
	          end                                                                  
	      end                                                                      
	  end 
	always @(posedge M_AXI_ACLK)                                        
	begin                                                                         
	 if (M_AXI_ARESETN == 0  || init_txn == 1'b1)                                                    
	   begin                                                                     
	     axi_wvalid <= 1'b0;                                                    
	   end                                                                       
	 else if (start_write)                                                
	   begin                                                                     
	     axi_wvalid <= 1'b1;                                                     
	   end                                                           
	 else if (M_AXI_WREADY && axi_wvalid)
	   begin
	    axi_wvalid <= 1'b0;
	   end
	end
	  always @(posedge M_AXI_ACLK)
	  begin
	    if (M_AXI_ARESETN == 0 || init_txn == 1'b1)
	      begin
	        axi_bready <= 1'b0;
	      end
	    else if (M_AXI_BVALID && ~axi_bready)
	      begin
	        axi_bready <= 1'b1;
	      end                                                              
	    else if (axi_bready)                                               
	      begin                                                            
	        axi_bready <= 1'b0;                                            
	      end                                                              
	    else                                                               
	      axi_bready <= axi_bready;                                        
	  end                                                                  
	  always @(posedge M_AXI_ACLK)                                                     
	  begin                                                                            
	    if (M_AXI_ARESETN == 0 || init_txn == 1'b1)                                                       
	      begin                                                                        
	        axi_arvalid <= 1'b0;                                                       
	      end                                                                          
	    else if (start_read)                                                    
	      begin                                                                        
	        axi_arvalid <= 1'b1;                                                       
	      end                                                                          
	    else if (M_AXI_ARREADY && axi_arvalid)                                         
	      begin                                                                        
	        axi_arvalid <= 1'b0;                                                       
	      end                                                                          
	  end                                                                              
	  always @(posedge M_AXI_ACLK)                                    
	  begin                                                                 
	    if (M_AXI_ARESETN == 0 || init_txn == 1'b1)                                            
	      begin                                                             
	        axi_rready <= 1'b0;                                             
	      end                                                               
	    else if (M_AXI_RVALID && ~axi_rready)                               
	      begin                                                             
	        axi_rready <= 1'b1;                                             
	      end                                                               
	    else if (axi_rready)                                                
	      begin                                                             
	        axi_rready <= 1'b0;                                             
	      end                                                               
	  end                                                                   
	  always @ ( posedge M_AXI_ACLK)
	  begin
	    if (M_AXI_ARESETN == 1'b0)
	      begin
	        mst_exec_state  <= IDLE;
	        init_txn <= 1'b0;
			start_write <= 1'b0;
			write_issued  <= 1'b0;
			M_AXI_AWADDR <= 32'd0;
			M_AXI_WDATA <= 32'd0;
	    	M_AXI_ARADDR <= 32'd0;
	        read_issued <= 1'b0;
	        start_read <= 1'b0;
	        read_data <= 32'h00000000;
	        TXN_DONE <= 1'b0;  
	      end
	    else
	      begin
	        case (mst_exec_state)
	          	IDLE: begin 
		            if (start_txn == 1'b1) begin
		            	init_txn <= 1'b1;
		            	if (write_en == 1'b1) begin 
			                mst_exec_state  <= GET_WRITE_DATA; 
			                M_AXI_AWADDR <= txn_addr;	 
		                end 
		                else begin 
		                	mst_exec_state  <= INIT_READ;
		                	M_AXI_ARADDR <= txn_addr;   
	                	end 
		            end
	            end 
		        GET_WRITE_DATA: begin 
		        	init_txn <= 1'b0;
		        	mst_exec_state <= INIT_WRITE;
		        	M_AXI_WDATA <= write_data;
	        	end 
	          	INIT_WRITE: begin 
		            if (write_done) begin 
		                mst_exec_state <= IDLE;
		                TXN_DONE <= 1'b1;
                    end 
		            else begin
		            	mst_exec_state  <= INIT_WRITE;
		            	if (~axi_awvalid && ~axi_wvalid && ~M_AXI_BVALID && ~start_write && ~write_issued)
		            	  begin
		            	    start_write <= 1'b1;
		            	    write_issued  <= 1'b1;
		            	  end
		            	else if (axi_bready)
		            	  begin
		            	    write_issued  <= 1'b0;
		            	  end                     
		            	else
		            	  begin
		            	    start_write <= 1'b0;  
		            	  end                                                             
		              end
              	end
              	INIT_READ: begin 
              		init_txn <= 1'b0;
              		mst_exec_state <= WAIT_READ;
              	end 
          		WAIT_READ:  begin
	            	if (reads_done) begin                                                                
	                	mst_exec_state <= DONE;    
	                	TXN_DONE <= 1'b1;                               
	               	end                                                                  
	             	else begin                                                          
	                	if (~axi_arvalid && ~M_AXI_RVALID && ~start_read && ~read_issued) begin                                                            
	                    	start_read <= 1'b1;                                     
	                    	read_issued  <= 1'b1;                                          
	                  	end
	                 	else if (axi_rready) begin                                         
	                     	read_issued  <= 1'b0;   
	                     	read_data <= M_AXI_RDATA;                                       
	                   	end                                                              
	                 	else begin                                                            
	                     	start_read <= 1'b0;  
	                   	end                                                              
	               end    
               	end   
               	DONE: begin 
               		mst_exec_state <= DONE;
               	end                             
	        	default :
	        	begin                                                                  
	            	mst_exec_state  <= IDLE;
	            	TXN_DONE <= 1'b1;
            	end                                                                    
	        endcase                                                                     
	    end                                                                             
	  end  
	  always @(posedge M_AXI_ACLK)                                                      
	  begin                                                                             
	    if (M_AXI_ARESETN == 0 || init_txn == 1'b1)                                                         
	      write_done <= 1'b0;
	    else if (M_AXI_BVALID && axi_bready)                              
	      write_done <= 1'b1;                                                          
	    else                                                                            
	      write_done <= write_done;                                                   
	  end                                                                               
	always @(posedge M_AXI_ACLK) begin
	    if (M_AXI_ARESETN == 0 || init_txn == 1'b1)                                                         
	      reads_done <= 1'b0;                                                           
	    else if (M_AXI_RVALID && axi_rready)                               
	      reads_done <= 1'b1;                                                           
	    else                                                                            
	      reads_done <= reads_done;
     end                                                       
	endmodule
</file>
==> job_summary.md <==
## Synthesis and layout report

| Metric | Value |
|---|---|
| Total power draw | `approximately 2 mW` |
| DR vias/cell | `4.59` |
| H-tree depth | `4` |
| CP max stage cell | `clkdlybuf4s50_1` |
| Global-route wire length before repair | `25000 um` |
| Final Hold Fails | `0` |
| Setup CP Type | `in2reg` |
| Peak VDD IR | `0.167 mV` |
| Layout cells sized above 1 | `0.128` |
| Clk latency of the worst-skew pair | `0.41 ns` |
| Worst slew pin tran | `between 0.9 and 1 ns` |
| Crit-path leading delay family | `simple AND/OR/NAND/NOR gates` |
| Async S/R FF share, synth | `0` |
| Vias in the first global route | `4661` |
| Synth cell types | `31` |
| Die span in x | `~140 um` |
| CTS resizes | `0` |
| Antenna cells | `0` |
| Total wire length | `15500 um` |
| Net Sw Frac | `0.218` |
| Cells taking the most area after synthesis | `dfxtp_1, nand2_1, a21oi_1` |
| R2R cell count | `4` |
| Layout Skew | `between 0.007 and 0.008 ns` |
| Number of warnings the tools reported | `29` |
| IO Count | `between 200 and 300` |
| Cell count after synthesis | `618` |
| Clock Sinks | `between 100 and 150` |
| Post-route DRC | `1` |
| Rows | `~49` |
| Top post-synthesis cells by count | `dfxtp_1, nand2_1, a21oi_1` |
| Worst r2r src | `DDR_interface_v1_0_M00_AXI_inst.read_issued` |
| Longest Clk Path Bufs | `2` |
| Max cap viols | `0` |
| Top cell type by total area after synthesis | `dfxtp_1` |
| Tcrit/Tclk final | `0.449` |
| WP buf/inv | `2` |
| Synth Warn # | `1` |
| Initial Util | `0.309` |
| CTS tree | `done` |
| RSZ-0062 raised after global routing | `false` |
| FILL cells | `1706` |
| DR pass1 iterations | `50` |
| Worst path cell trace | `clkdlybuf4s50_1 -> nand2b_4 -> buf_4 -> or2_2 -> nor3b_1` |
| Die Area | `just under 20000 um2` |
| Post-CTS Hold Fix Bufs | `0` |
| Seq pwr share | `0.439` |
| Dominant Register Cell | `dfxtp_1` |
| Final HPWL DP | `10200 um` |
| Psw | `0.436 mW` |
| Placer Congestion | `0.764` |
| YS chip area | `about 5600 um2` |
| Flop area | `about 3000 um2` |
| DRT iter0 DRCs | `around 250` |
| Violated checks | `DRC` |
| All-Layer GR Usage | `0.165` |
| Comb power frac | `0.077` |
| CP endpoint | `DDR_interface_v1_0_M00_AXI_inst.axi_rready` |
| Fin crit period | `3.05 ns` |
| Most frequent cell after synthesis | `dfxtp_1` |
| Die Height | `139 um` |
| Grt total ovfl | `0` |
| Final setup violation count | `0` |
| Largest net degree at the start of global routing | `55` |
| Gate Area | `2330 um2` |
| TNS Setup | `0 ns` |
| Clock power frac | `0.484` |
| Critical path capture point type | `flop` |
| Syn avg cell area | `9.07 um2` |
| Reg2reg end | `DDR_interface_v1_0_M00_AXI_inst.read_data[21]` |
| Postcts setup bufs | `0` |
| Pint | `1.57 mW` |
| Worst hold path class | `reg2reg` |
| Outcome | `complete, but fails checks` |
| Fin. max-slew vios | `0` |
| Num CTS Buffers | `17` |
| Crit path max fanout | `around 53` |
| Clock Pin Slew Worst Setup and Hold Paths | `0.06 ns` |
| Leak | `2.85 nW` |
| Slew HR | `0.383` |
| Max Freq | `0.327 GHz` |
| Synth Seq Share | `0.525` |
| Final ANT Viol Nets | `0` |
| EDFF count, synth | `0` |
| Mapped Area | `5610 um2` |
| Yosys cell count | `618` |
| CP required | `7.13 ns` |
| Placeable Area | `18100 um2` |
| Vias | `~5000` |
| CTS root buffer | `clkbuf_16` |
| Worst path depth | `5` |
| Port bufs | `239` |
| Pwr Density | `231 nW/um2` |
| Crit path launch | `m00_axi_aresetn` |
| WP data arrival | `3.38 ns` |
| Largest type area fraction | `0.525` |
| CP max stage delay | `around 0.50 ns` |
| Crit path launch type | `input pin` |
| Routed WL per cell | `between 10 and 15 um` |
| Initial antenna violation count | `0` |
| Layout area overhead | `54.8%` |
| R2R Setup Slk | `4.92 ns` |
| Post-synth regs | `147` |
[per-stage QoR]
step	hold WS [ns]	util	cells	cell area [um2]	setup slack, ns
floorplan	0.416	-	627	5640	4.37
global placement	0.441	0.444	1047	8060	3.30
detailed placement	0.445	0.444	1047	8060	3.31
CTS	0.454	0.478	1079	8680	3.75
global route	0.467	0.478	1079	8680	3.58
finish	0.451	0.478	1079	8680	3.75
[tightest hold or removal path: cells and delay by family (launching register included)]
kind / cells / cell delay [ns]
DFF: 1 / 0.31
and+or+nand+nor: 1 / 0.05
AOI/OAI and AO/OA: 1 / 0.05
[cells by family after synthesis]
kind of cell / Yosys count / synth area share
AND-OR/OR-AND: 146 / 0.152
buffers and inverters: 65 / 0.0669
flip-flops: 147 / 0.525
multiplexers: 32 / 0.0571
other: 2 / 0.00134
AND/OR/NAND/NOR: 226 / 0.198
[flip-flops by register name (all words and copies together), names as in the netlist, 6 cells and up]
signal / flops
DDR_interface_v1_0_M00_AXI_inst.M_AXI_ARADDR: 32
DDR_interface_v1_0_M00_AXI_inst.M_AXI_AWADDR: 32
DDR_interface_v1_0_M00_AXI_inst.M_AXI_WDATA: 32
DDR_interface_v1_0_M00_AXI_inst.mst_exec_state: 6
DDR_interface_v1_0_M00_AXI_inst.read_data: 32
[cell usage in the layout (no fill, tap or decap)]
master,n
o21ai_0,35
and3_1,1
a21oi_2,30
clkinv_2,4
conb_1,11
bufinv_16,3
clkinv_4,1
nor3b_1,2
dfxtp_2,1
or2_2,1
inv_1,5
mux2i_1,32
and3b_1,1
nand2b_1,2
dfxtp_1,146
a211o_1,1
o21ai_1,1
clkdlybuf4s50_1,239
a21oi_1,78
or3_1,1
and3b_2,1
nand2_1,130
buf_4,12
inv_6,2
a41oi_1,1
nand3_1,4
or4_1,2
clkbuf_8,3
nand2b_4,1
nor2_1,45
clkbuf_16,17
nor4_4,1
nor2b_1,2
nand3_2,30
clkinvlp_4,2
nand3b_1,2
[layer usage]
layer	vias up	track usage	share of wire
met5	-	0	0
met4	0	0.0140	0.0095
met3	35	0.0524	0.089
met2	158	0.261	0.46
met1	2287	0.235	0.45
li1	2478	-	-
[how the worst min path moves through the flow]
| stage | startpoint | endpoint | slack [ns] | cells past startpoint |
|---|---|---|---|---|
| global route | flop | flop | 0.47 | 2 |
| CTS | DDR_interface_v1_0_M00_AXI_inst.M_AXI_ARADDR[0] | DDR_interface_v1_0_M00_AXI_inst.M_AXI_ARADDR[0] | 0.45 | 2 |
| finish | flop | flop | 0.45 | 2 |
[power groups by stage]
stage	Sequential [mW]	Clock (mW)	Combinational [mW]
final	0.879	0.970	0.154
after CTS	0.879	1.00	0.157
after global routing	0.880	1.04	0.168
[layout make-up]
type	count	area share
Clock buffer	20	0.0538
Tap cell	229	0.0330
Clock inverter	12	0.0174
Inverter	5	0.00216
Multi-Input combinational cell	415	0.269
Sequential cell	147	0.339
Timing Repair Buffer	251	0.286
Power figures rest on the tool's default switching activity, not on a simulated workload.
